--- flow/run.sh ---
#!/bin/bash
# OpenROAD 26Q1-2900-gdf79404cd8, Yosys 0.63+post, stock flow scripts
make -C /OpenROAD-flow-scripts/flow DESIGN_CONFIG=/design/flow/config.mk WORK_HOME=/design/flow/orfs finish
--- flow/config.mk ---
export PLATFORM = sky130hd
export DESIGN_NAME = hamming_code
export DESIGN_NICKNAME = hamming_code
export VERILOG_FILES = /design/flow/design.v
export SDC_FILE = /design/flow/constraint.sdc
export NUM_CORES = 4
export LEC_CHECK = 1
export CORE_AREA = 10 10 74 74
export DIE_AREA = 0 0 84 84
--- flow/constraint.sdc ---
current_design hamming_code

set clk_period 2.7
set clk_io_pct 0.2

create_clock -name clk0 -period $clk_period [get_ports {clk}]

set non_clock_inputs [all_inputs -no_clocks]
set_input_delay [expr $clk_period * $clk_io_pct] -clock clk0 $non_clock_inputs
set_output_delay [expr $clk_period * $clk_io_pct] -clock clk0 [all_outputs]
--- flow/design.v ---
module counter2
(    input clk,
	  input counter_reset,
	  output shift
);
reg [2:0] count; 
reg data;
always @ (posedge clk)
begin
    if (counter_reset == 1)
	     count <= 0;
	 else
	     count <= count +1;
end
always @(posedge clk)
begin
    if (count <=3 && count >= 0)
	   begin
		   data <=1;
		end
	 else
	 begin
	     data <=0;
	end
end
assign shift = data ;
endmodule
module counter1
(    input en,
     input clk,
	  input reset,
	  output [2:0] count
);
reg [2:0] data;
always @ (posedge clk)
begin
    if (reset == 1)
	     data <= 0;
	 else
	 begin
        if ( en == 1 )
	          data <= data + 1'b 1;
	 end
end
assign count = data;
endmodule
module decoder
(    input [6:0] in,
     input clk, 
     input enable,
     output serial_out
);
wire [3:0] data1;
operation2 c1
(    .in(in),
     .enable(enable),
     .out(data1)
);
wire pts_reset;
wire shift;
parallel_to_serial c2
(    .clk(clk),
     .pts_reset(pts_reset),
     .write(enable),
     .shift(shift),
     .data_in(data1),
     .serial_out(serial_out)
);
wire counter_reset;
counter2 c3
(    .clk(clk),
     .counter_reset(counter_reset),
     .shift(shift)
);
reg p_reset;
reg c_reset;
always @ (posedge clk)
begin
    if ( shift==0 )
	 begin
	     p_reset = 1;
	     c_reset = 1;
	 end
	 else if ( shift == 1)
	 begin
	     p_reset = 0;
	     c_reset = 0;
	 end
end
assign pts_reset = p_reset;
assign counter_reset = c_reset;	 
endmodule
module encoder
(    input clk,
	  input data_in,
	  input write,
	  output ready,
	  output [6:0] data_out
);
wire [3:0] stp_out;
reg operation_enable;
wire [2:0] count_out;
serial_to_parallel c1
(    .reset(operation_enable),
     .write(write),
	  .data_in(data_in),
	  .clk(clk),
	  .data_o1(stp_out)
);
counter1 c2
(    .en(write),
     .clk(clk),
	  .reset(operation_enable),
	  .count(count_out)
);
operation1 c3
(    .enable(operation_enable),
	  .data_in2(stp_out),
	  .data_o(data_out)
);
reg r;
always @ ( posedge clk)
begin 
    if ( count_out == 3'd 4)
	 begin
	     operation_enable = 1;
		  r = 1;
	 end
	 else
	 begin
	     operation_enable = 0;
		  r = 0;
	  end
end
assign ready = r;
endmodule
module hamming_code
(    input serial_in,
     input clk,
	  input write,
     output serial_out
);
wire en_decoder;
wire [6:0] data1;
encoder c1
(     .clk(clk),
	   .data_in(serial_in),
	   .write(write),
	   .ready(en_decoder),
	   .data_out(data1)
);
decoder c2
(     .in(data1),
      .clk(clk), 
      .enable(en_decoder),
	   .serial_out(serial_out)
);
endmodule
module operation2
(output [3:0] out,input [6:0] in ,input enable);
reg [3:0]r;
always@(enable)
begin
if (in[2] ^ in[4] ^ in[6] == in[0] && in[2] ^ in[5] ^ in[6] == in[1] && in[4] ^ in[5] ^ in[6] == in[3])
begin
 r[0]<=in[2];
 r[1]<=in[4];
 r[2]<=in[5];
 r[3]<=in[6];
end
else if (in[2]^in[4]^in[6]!==in[0] && in[2]^in[5]^in[6]!==in[1] && in[4]^in[5]^in[6]==in[3] )
begin
 r[0] <= ~in[2];
 r[1] <=in[4];
 r[2] <=in[5];
 r[3] <=in[6];
end
else if (in[2]^in[4]^in[6] !== in[0] && in[2]^in[5]^in[6] == in[1] && in[4]^in[5]^in[6]!==in[3] )
begin
 r[0] <= in[2];
 r[1] <= ~in[4];
 r[2] <= in[5];
 r[3] <= in[6];
end
else if (in[2]^in[4]^in[6] ==in[0] && in[2]^in[5]^in[6] !== in[1] && in[4]^in[5]^in[6] !== in[3] )
begin
r[0] <= in[2];
r[1] <= in[4];
r[2] <= ~in[5];
r[3] <= in[6];
end
else if(in[2]^in[4]^in[6] !== in[0] && in[2]^in[5]^in[6] !== in[1] && in[4]^in[5]^in[6] !== in[3] )
begin
 r[0] <= in[2];
 r[1] <= in[4];
 r[2] <= in[5];
 r[3] <= ~in[6];
end
end
assign out=r;
endmodule
module operation1
(    input enable,
	  input [3:0] data_in2,
	  output [6:0] data_o
);
wire p0,p1,p2;
assign p0 = ( data_in2[0] ^ data_in2[1] ^ data_in2[3] );
assign p1 = ( data_in2[0] ^ data_in2[2] ^ data_in2[3] );
assign p2 = ( data_in2[1] ^ data_in2[2] ^ data_in2[3] );
reg [6:0] data_o2;
always @ (*)
begin
    if ( enable == 1)
	 begin
	     data_o2[6:0]={data_in2[3],data_in2[2],data_in2[1] ,p2, data_in2[0] ,p1,p0};
	 end
	 else 
	     data_o2 = 7'b0000000;
end
assign  data_o [6:0] = data_o2[6:0];
endmodule
module parallel_to_serial
(
	input clk,
	input pts_reset,
	input write,
	input shift,
	input [3:0] data_in,
	output serial_out
);
reg [3:0] data;
always @(posedge clk)
begin
	 if( pts_reset ==1)
			data <= 0;
	 else if( write == 1)
	 begin
			data <= data_in;
	 end
	 else if( shift == 1 && write == 0 ) 
			data<={ 1'b0 , data[3:1]};
end
assign serial_out = data[0];
endmodule
module serial_to_parallel
(    input reset,
     input write,
	  input data_in,
	  input clk,
	  output wire[3:0] data_o1
);
reg [3:0] mem  ;
always @ (posedge clk)
begin 
    if ( reset == 1)
	 begin
		  mem [3:0] = 4'b0000;
	  end
	  else if (  write == 1)
	  begin  
				 mem <= { data_in , mem[3:1] } ;
	  end
end
assign data_o1 = mem[3:0];
endmodule
==> out/notes.md <==
Final estimated routing congestion in global placement: 0.7323. The instance count along the most critical hold path came out at 1. The logs give 0 for the number of gates given a new drive strength after cts and 0 for the initial antenna violation count. The run gives 628.7 MHz for the timing-limited maximum frequency.

The largest individual stage delay along the critical path comes from the cell sky130_fd_sc_hd__clkdlybuf4s50_1. With the number of I/O pins at 4, the wire length per cell is 7.438 microns. The run gives 0.2079 mW as the net switching power. The tools report the iteration tally of the first detailed-router pass as 5. The number of antenna diodes was 0; the count of cell instances traversed by the critical path was 1. In the final timing run, aggregate negative setup slack is 0 ps. On the worst path, the slowest cell contributes a delay of 470 ps.

The clock-pin slew on the worst setup and hold paths was 60 ps. The chip occupies 0.007056 sq mm. After layout, the design draws a total of 0.7751 mW. In this design, the largest share of critical-path delay is due to buffers and inverters. Before any placement, the netlist area is recorded as 749.5 sq um.

The number of buffer and inverter stages on the critical path was 1; the via count of the first global-routing pass was 429. The tools report the core utilization at floorplan as 0.1887. TritonCTS built the clock tree.

The number of buffers added on ports was 3; the number of rows created at floorplan was 23. The cell-internal power is 0.5672 mW, and the clock tree buffer depth is 2. VDD sags by at most 0.4322 mV. In the final report, the number of endpoints failing setup comes to 0. With the total CTS buffers at 3, the final clock skew is 0.5943 ps. The critical path goes through clkdlybuf4s50_1. In the final report, the number of pins over their slew limit comes to 0. The clock reaches the later pin of the worst-skew pair after 240 ps. Entering global routing, the biggest net connects 18 pins. For the critical path required time, the log shows 2160 ps.

STA shows the worst reg2reg path with a cell count of 4. Kind of start point of the critical path: a flip-flop. The worst min-delay path category was reg2reg. For this run the aggregate overflow at the end of global routing stands at 0. The share of the synthesized area in the top cell type works out to 0.4541. Endpoint type of the worst setup path: an output port. The vertical die size is 84 microns, and the worst-path maximum fanout is 2. The buffer cell driving the clock tree root is sky130_fd_sc_hd__clkbuf_8.

The register share of total power was 0.533. For the number of post-CTS setup repair buffers, the log shows 0. The number of buffers added to fix hold violations after cts is 0.

The synthesized area divided by synthesized cell count is 10.56 sq um, and the relative area change from synthesis to final layout is 17.03%. With the ratio of cells with drive above 1 in the final layout at 0.07692, the area reported by Yosys stat is 749.5 sq um. The tool warning count for the run is 26. The tools report the count of mapped cells out of synthesis as 71.

The minimum clock period after layout is 1591 ps, and the total number of H-tree levels is 1. The logic gate share of total power is 0.237. The main area contributors are sky130_fd_sc_hd__dfxtp_1 (45%), sky130_fd_sc_hd__mux2i_1 (11%), sky130_fd_sc_hd__dlxtn_1 (8.0%). The run gives 36 for the number of DRC markers in iteration 0. The number of distinct library cells after synthesis was 20; the number of register pins that no clock reaches was 4.

The post-route clock period utilization is 0.5891, and the static leakage is 0.3778 nW. Setup repair after global routing left no endpoint under its margin. Global router's overall resource usage: 0.02753. The wire length reported by the detailed router came out at 952 microns. In this run the remaining antenna-violating nets after routing total 0.

The number of warning messages in the yosys log came out at 8. The final hold violation count recorded for this run is 0. Per the detail_route report, vias per standard cell equal 3.414. Across all layers, the routed design uses 437 vias.

4 endpoints have no timing constraint. The power density over the cells was 883.7 mW/mm^2; the global-route wire length before repair was 1731 microns. The critical path is of the reg2out type.

According to the dpl log, the detail-placed design has an HPWL of 726.1 microns. In the layout the commonest cells are sky130_fd_sc_hd__dfxtp_1 (17), sky130_fd_sc_hd__mux2i_1 (8), sky130_fd_sc_hd__nor2_1 (8). The most common logic cell in the final layout is sky130_fd_sc_hd__dfxtp_1. The routed layout reports a DRC error count of 0. sky130_fd_sc_hd__dfxtp_1 takes more of the synthesized area than any other cell. Clock group share of total power: 0.230.

The synthesized design contains 21 register bits. The total cells reported by yosys after synthesis is 71, and the number of max-cap violations is 0. The flow ran to the end, and the final reports show no timing, DRC or antenna violations. The data arrival time reported for the critical path is 1050 ps.

The proportion of total power due to net switching was 0.2683. The total core area was 0.003971 sq mm; the floorplan die width was 84 microns.
power groups by stage:
| stage | combinational [mW] | sequential [mW] | clock (mW) |
|---|---|---|---|
| 4_1_cts | 0.188 | 0.416 | 0.186 |
| 5_1_grt | 0.210 | 0.428 | 0.198 |
| 6_report | 0.184 | 0.413 | 0.179 |
path summary, 6_finish.rpt:
kind | end | slack, ps | from
hold / removal | c2.c3.count[0] | 460 | c2.c3.count[0]
setup reg to reg | c2.c2.data[0] | 1220 | c1.operation_enable
hold reg to reg | c2.c3.count[0] | 460 | c2.c3.count[0]
setup / recovery | serial_out | 1110 | c2.c2.data[0]
registers in the layout, indices dropped and copies added, names as in the netlist:
signal	flops
c1.c1.mem	4
c2.c1.r	4
c2.c2.data	4
c1.c2.data	3
c2.c3.count	3
c1.operation_enable	1
c2.c3.data	1
c2.c_reset	1
cell families after synthesis:
family,Yosys count,synth area share
flops,17,0.4541
buf+inv,8,0.05342
simple gates,21,0.1536
latches,4,0.08014
xor+xnor,1,0.01169
fa+ha+maj,4,0.06678
mux,8,0.1068
other cells,1,0.005004
compound gates,7,0.06845
cells in the mapped netlist (all sizes together):
cell type	instances
mux2i	8
buf	3
xnor2	1
inv	5
nor2b	4
or3b	1
and2	5
a211oi	3
conb	1
nand3b	1
dfxtp	17
nand2	1
or2	1
nor2	8
a21oi	3
ha	4
dlxtn	4
a21bo	1
layout make-up:
cell class | count | area [sq um]
fill | 430 | 3094
timing repair buffer | 3 | 30.03
sequential | 21 | 400.4
inverter | 5 | 18.77
clock buffer | 4 | 45.04
multi-input combinational | 45 | 320.3
tap | 50 | 62.56
worst reg2reg max path, cell delays in order (launching register included):
cell	delay [ps]
sky130_fd_sc_hd__dfxtp_1	620
sky130_fd_sc_hd__and2_1	200
sky130_fd_sc_hd__dlxtn_1	330
sky130_fd_sc_hd__nor2b_1	40
sky130_fd_sc_hd__a211oi_1	210
per-stage QoR:
step           std cells  worst slack, ps    util  hold WS [ps]  instance area (sq um)
5_1_grt              128             1042  0.2209         481.1                  877.1
3_3_place_gp         124             1053  0.2095         427.2                  832.0
2_1_floorplan         74             1404       -         417.7                  760.7
6_report             128             1110  0.2209         456.7                  877.1
4_1_cts              128             1077  0.2209         458.1                  877.1
3_5_place_dp         124             1001  0.2095         443.8                  832.0
layer usage:
layer / GRT usage / routed length (microns)
met1: 0.03529 / 487
met2: 0.04111 / 401
met3: 0.01476 / 63
met4: 0.003044 / 0
met5: 0 / 0
No activity file was given, so power comes from the tool's default toggle rates.
